==> /design/flow/design.v <==
module clear(
				input clk,
				input rst,
				input en,
				output reg[7:0] x,
				output reg[6:0] y,
				output reg plt,
				output reg done
				);
parameter A = 3'd0, B = 3'd1, C = 3'd2, D = 3'd3, E = 3'd4, F = 3'd5;
reg [2:0]present_state;
reg [2:0]next_state;
always@(posedge clk, negedge rst)
begin
	if(~rst) present_state <= A;
	else present_state <= next_state;
end	
always@(*)
begin
	case(present_state)
	A: begin
			if(en) next_state = B;
			else next_state = A;
		end
	B: begin
			if(x > 8'd159) next_state = F;
			else next_state = C;
		end
	C: begin
			if (y > 7'd119) next_state = E;
			else next_state = D;
		end
	D: next_state = C;
	E: next_state = B;
	F: next_state = A;
	endcase
end
always@(posedge clk)
begin
	case(present_state)
		A: begin
				done = 0;
				x = 8'd0;
				y = 7'd0;
				plt = 1'd0;
			end
		D: begin
				plt = 1'd1;
				y = y + 7'd1;
			end
		E: begin
				x = x + 8'd1;
				y = 7'd0;
				plt = 1'd0;
			end
		F: done = 1;
	endcase
end
endmodule
module controller(
						input clk,
						input rst,
						input plt,
						input clr,
						input [2:0]color,
						input [5:0]radius,
						output reg [2:0]colour,
						output reg [7:0]x,
						output reg [6:0]y,
						output reg draw						
						);
parameter A = 2'd0, B = 2'd1, C = 2'd2;
reg [6:0]xc = 7'd80;
reg [5:0]yc = 6'd60;
reg [1:0]present_state, next_state;
wire plt_done, clr_done;
reg plt_en, clr_en;
wire [7:0]x_plt, x_clr;
wire [6:0]y_plt, y_clr;
wire draw_plt, draw_clr;
always@(posedge clk, negedge rst)
begin
	if(~rst) present_state <= A;
	else present_state <= next_state;
end			
always@(*)
begin
	case(present_state)
	A: begin
			if (clr) next_state = C;
			else if (~clr && plt) next_state = B;
			else next_state = A;
		end
	B: begin
			if (clr) next_state = C;
			else if (~clr && ~plt_done) next_state = B;
			else if (~clr && plt_done) next_state = A;
			else next_state = B;
		end
	C: begin
			if (~clr_done) next_state = C;
			else next_state = A;
		end
	default: next_state = A;
	endcase
end
always@(posedge clk)
begin
	case(present_state)
	A: begin
			plt_en = 0;
			clr_en = 0;
		end
	B: begin
			x = x_plt;
			y = y_plt;
			plt_en = 1;
			draw = draw_plt;
			clr_en = 0;
			colour = color;
		end
	C: begin
			x = x_clr;
			y = y_clr;
			clr_en = 1;
			draw = draw_clr;
			plt_en = 0;
			colour = 3'd0;
		end
	endcase
end
clear clearer(
				clk,
				rst,
				clr_en,
				x_clr,
				y_clr,
				draw_clr,
				clr_done
				);
m_circleDrawer algo(
						xc,
						yc,
						radius,
						clk,
						rst,
						plt_en,
						x_plt,
						y_plt,
						draw_plt,
						plt_done
						);
endmodule
module m_circleDrawer(input[6:0] xc ,input[5:0] yc ,input[5:0] r ,input clk ,input rst, input enable,
					  output reg[7:0] x_coord , output reg[6:0] y_coord , output reg plot, output reg done);
parameter  A = 4'b0000, B = 4'b0001,C = 4'b0010 , D = 4'b0011,
			  E = 4'b0100, F = 4'b0101,G = 4'b0110 , H = 4'b0111,
			  I = 4'b1000, J = 4'b1001,K = 4'b1010 , L = 4'b1011,
			  M = 4'b1100;
reg[3:0] present_state = B;
reg[3:0] next_state;
reg[7:0]x;
reg[6:0]y;
reg signed [8:0]d;
always@( * )begin
	case(present_state)
		A:	begin
			if(x>y) next_state = M; 
			else next_state = C;
			end
		B:  begin
			 if(enable ==1) next_state=A;
			 else next_state=B;
			 end
		C:  begin	
			 next_state = D;
			end
		D:  begin
			 next_state = E;
			end
		E:	begin
			 next_state = F;
			end
		F:	begin
		    next_state = G;
			end
		G:	begin
		    next_state = H;
			end
		H: 	begin
		    next_state = I;
			end
		I:	begin
		    next_state = J;
			end
		J:	begin
				if(d<0) next_state = K;
				else 	next_state = L;
			end
		K:	begin
				 next_state = A;
			end
		L:	begin
				 next_state = A;
			end
		default: next_state = B;
	endcase
	end
always@(posedge clk , negedge rst)begin
	 if(~rst) present_state <= B;
	 else present_state <= next_state;
end
always@(posedge clk) begin
	 case(present_state)
	 A: begin
		 plot = 0;
		 end
	 B: begin
		 plot = 0;
		 x = 0;
		 if (r > 59) y = 7'd59;
		 else y = r;
		 d = 3 - 2*r;
		 done = 0;
		 end
	 C:begin
		 x_coord = xc + x;
		 y_coord = yc + y;
		 plot = 1;
		end
	 D:begin
		x_coord = xc - x;
		y_coord = yc + y;
		plot = 1;
		end
	 E:begin
		x_coord = xc + x;
		y_coord = yc - y;
		plot = 1;
		end
	 F:begin
		x_coord = xc - x;
		y_coord = yc - y;
		plot = 1;
		end
	 G:begin
	   x_coord = xc + y;
		y_coord = yc + x;
		plot = 1;
		end
	 H:begin
		x_coord = xc - y;
		y_coord = yc + x;
		plot = 1;
		end
	 I:begin
		x_coord = xc + y;
		y_coord = yc - x;
		plot = 1;
		end
	 J: begin
		x_coord = xc - y;
		y_coord = yc - x;
		plot = 1;
		x=x+1;
		end
	 K:begin
		plot=0;	
		d = d + (4 * x) +6;
		end
	 L:begin
		plot = 0 ;
		d = d + 4 * (x-y) + 10;
		y = y-1;
		end
	 M:begin
		done = 1;
		end
	 endcase
end
endmodule
==> /design/flow/run.sh <==
#!/bin/bash
# OpenROAD 26Q1-2900-gdf79404cd8, Yosys 0.63+post, stock flow scripts
make -C /OpenROAD-flow-scripts/flow DESIGN_CONFIG=/design/flow/config.mk WORK_HOME=/design/flow/orfs finish
==> /design/flow/config.mk <==
export PLATFORM = sky130hd
export DESIGN_NAME = controller
export DESIGN_NICKNAME = controller
export VERILOG_FILES = /design/flow/design.v
export SDC_FILE = /design/flow/constraint.sdc
export NUM_CORES = 4
export LEC_CHECK = 1
export CORE_UTILIZATION = 40
==> /design/flow/constraint.sdc <==
current_design controller

set clk_period 4.1
set clk_io_pct 0.2

create_clock -name clk0 -period $clk_period [get_ports {clk}]

set non_clock_inputs [all_inputs -no_clocks]
set_input_delay [expr $clk_period * $clk_io_pct] -clock clk0 $non_clock_inputs
set_output_delay [expr $clk_period * $clk_io_pct] -clock clk0 [all_outputs]
==> results.py <==
# Metrics from the implementation run
metrics = {
    "power_and_ir_drop": {
        "combPwrFrac": 0.531,
        "p_clk_frac": 0.156,
        "p_sw_frac": 0.4135,
        "ir_drop_v": 0.0006188,
        "switching_power_mw": 2.216,
        "p_int_mw": 3.144,
        "p_leak_nw": 2.630,
        "cellPowerDensity_mw_per_mm2": 768.1,
        "p_seq_frac": 0.313,
    },
    "floorplan": {
        "coreArea_mm2": 0.01520,
        "die_height_um": 126.9,
        "dieArea_mm2": 0.01611,
        "initCoreUtil": 0.4107,
        "num_rows": 45,
        "io_pins": 32,
        "fp.dieW_um": 126.9,
    },
    "drt": {
        "routedWlPerCell_um": 16.92,
        "drc_errors": 0,
        "drt_wl_total_mm": 14.40,
        "postRouteAntennaNets": 0,
        "first_pass_iters": 5,
        "diodes": 0,
        "drt_iter0_markers": 379,
        "num_vias": 4744,
        "drt-vias-per-instance": 5.575,
    },
    "final_timing": {
        "untimed_endpoints": 6,
        "tightest_slew_ns": 0.8551,
        "drv_slew": 0,
        "period_used_share": 0.8346,
        "rsz0062_at_grt": "false",
        "finalHoldViolCount": 0,
        "post-route-min-period_ns": 3.422,
        "fmax_mhz": 292.3,
        "setup_viol_count_final": 0,
        "holdWs_ns": 0.5081,
        "setup_slack_ns": 0.6783,
        "unclocked_pins": 3,
        "tns_ns": 0,
        "skew_ns": 0.01009,
        "slew_headroom": 0.4279,
    },
    "critical_path": {
        "critical_path.max_stage_delay_ns": 0.59,
        "path_cells": "inv_1, ha_1, inv_1, fa_1, xor2_1, ha_1, ha_1, nor2b_1, o21ai_0, nand2b_1, a21o_1, a21oi_1, xnor2_1, o211ai_1",
        "crit_type": "reg2reg",
        "cp_max_fo": 14,
        "cpMaxStageDelayCell": "edfxtp_1",
        "cp_common_cell": "ha_1",
        "end_kind": "flop",
        "critPathLaunchType": "flop",
        "arrival_ns": 3.50,
        "worstPathRequired_ns": 4.17,
    },
    "global_routing": {
        "grt_pass1_vias": 4560,
        "antenna_found_initial": 0,
        "grt.total_usage": 0.1956,
        "grt_max_degree": 32,
        "grt_first_pass_wirelength_mm": 23.91,
        "grt_overflow": 0,
    },
    "layout": {
        "area_delta_synth_final_pct": 11.76,
        "fin_area_mm2": 0.006978,
        "final_core_util": 0.4590,
        "layout-drive-gt1-share": 0.08296,
    },
    "worst_hold_path": {
        "hold_path.class": "reg2reg",
    },
    "clocking": {
        "post-cts-setup-buffers": 0,
        "post_cts_resized": 0,
        "cts_root_buf": "clkbuf_16",
        "numCtsBuffers": 9,
        "clk_path_buf_depth": 2,
        "ctsHoldBuffers": 0,
        "h-tree-depth": 3,
        "clkTransAtPathRegs_ns": 0.07,
        "cts_tree": "built",
        "clock_latency_ns": 0.35,
    },
    "synthesis": {
        "syn_area_mm2": 0.006243,
        "syn_area_per_cell_um2": 9.665,
        "synthFlopType": "edfxtp_1",
        "synth.distinct_cells": 66,
        "yosys_warnings": 3,
        "async_flop_share": 0.1099,
        "ys_area_mm2": 0.006243,
        "yosys-stat-cells": 646,
        "synth-seq-cells": 91,
        "edf_count": 78,
        "synthCells": 646,
    },
    "place": {
        "io_buffer_count": 31,
        "post-dp-hpwl_mm": 10.38,
        "dp_slack_ns": 0.7106,
        "place_congestion": 0.9029,
        "place_area_mm2": 0.006680,
    },
    "outcome": {
        "status": "finished clean",
    },
    "flow_run": {
        "cap_violations": 0,
        "warning_count": 25,
    },
}
cell type report:
cell class                      count  area (µm²)
Clock inverter                      4       51.30
Multi-Input combinational cell    479        3288
Inverter                           37       138.9
Clock buffer                       12       246.5
Timing Repair Buffer               40       377.9
Tap cell                          188       235.2
Fill cell                        1374        8224
Sequential cell                    91        2640
power groups by stage:
stage / combinational [mW] / clock (mW) / sequential (mW)
CTS: 2.85 / 0.848 / 1.67
global route: 3.19 / 0.882 / 1.71
finish: 2.85 / 0.836 / 1.68
cell usage after synthesis (all sizes together), types with 4 or more instances:
library cell	instances	area share
nand3	21	0.017
nor3	16	0.014
clkbuf	25	0.015
nor4b	4	0.0056
ha	40	0.080
or3	8	0.0080
xor2	19	0.027
edfxtp	78	0.38
nand2	50	0.030
a22oi	6	0.0072
buf	14	0.013
a21oi	48	0.038
dfrtp	8	0.032
mux2i	8	0.013
mux2	17	0.031
o21ai	39	0.034
nor2	63	0.038
o22ai	10	0.010
o21bai	5	0.0060
xnor2	43	0.060
o221ai	6	0.0084
and3	9	0.0098
nor2b	13	0.013
o211ai	5	0.0060
inv	36	0.022
a21o	6	0.0072
cell families after synthesis:
kind of cell    Yosys count  synth area share
flops                    88            0.4156
compound gates          146            0.1473
simple gates            203            0.1585
latches                   3          0.007214
mux                      25           0.04409
xor+xnor                 62           0.08697
buf+inv                  76           0.05050
fa+ha+maj                43           0.08978
worst max-delay path: cells and delay by family, from the launching register on:
family                     cells  cell delay (ns)
and+or+nand+nor                2             0.27
DFF                            1             0.59
xor gates and xnor gates       2             0.30
buffers and inverters          2             0.25
AOI/OAI and AO/OA              4             0.59
adders and majority gates      4             1.15
per-layer routing:
metal | wire length (µm) | global-route usage | part of all wire | up-vias
met5 | 0 | 0 | 0 | -
met4 | 301 | 0.03431 | 0.021 | 0
met3 | 738 | 0.03481 | 0.051 | 24
met2 | 6954 | 0.3164 | 0.48 | 138
met1 | 6403 | 0.2909 | 0.44 | 2246
li1 | - | - | - | 2336
state kept, by name, summed over array words and instances, names as in the netlist:
| register | cells |
|---|---|
| clr_en | 1 |
| algo.present_state | 4 |
| draw | 1 |
| algo.d | 8 |
| plt_en | 1 |
| clearer.y | 7 |
| algo.y | 7 |
| clearer.x | 8 |
| algo.plot | 1 |
| clearer.next_state | 3 |
| clearer.done | 1 |
| y | 7 |
| algo.x | 8 |
| clearer.plt | 1 |
| algo.y_coord | 7 |
| x | 8 |
| clearer.present_state | 3 |
| algo.x_coord | 8 |
| algo.done | 1 |
| colour | 3 |
| present_state | 3 |
per-stage QoR:
stage                     cells  power, mW
final                       851      5.360
after global routing        851      5.783
after CTS                   851      5.365
after detailed placement    835      4.509
after global placement      835      4.500
after floorplan             646      3.875
cells in the final DEF, fill, tap and decap left out, types with 4 or more instances in the layout:
master / netlist / layout
a21o_1: 6 / 6
a21oi_1: 48 / 48
a22oi_1: 6 / 6
and3_1: 8 / 8
buf_4: 2 / 9
clkbuf_16: 0 / 9
clkdlybuf4s50_1: 0 / 31
dfrtp_1: 8 / 8
edfxtp_1: 78 / 78
ha_1: 40 / 40
inv_1: 36 / 36
mux2_2: 17 / 17
mux2i_1: 7 / 7
nand2_1: 50 / 50
nand3_1: 21 / 21
nor2_1: 63 / 63
nor2b_1: 13 / 13
nor3_1: 14 / 14
nor4b_1: 4 / 4
o211ai_1: 5 / 5
o21ai_0: 30 / 30
o21ai_1: 7 / 7
o21bai_1: 5 / 5
o221ai_1: 6 / 6
o22ai_1: 10 / 10
or3_1: 8 / 8
xnor2_1: 43 / 43
xor2_1: 19 / 19
path summary, 6_finish.rpt:
path / startpoint / to / slack [ns] / cells after the start
min: clearer.done / present_state[1] / 0.51 / 1
min reg2reg: clearer.done / present_state[1] / 0.51 / 1
max reg2reg: algo.x[0] / algo.d[8] / 0.68 / 14
max in group asynchronous: rst / present_state[0] / 2.95 / 1
min in group asynchronous: rst / algo.present_state[2] / 0.80 / 1
max: algo.x[0] / algo.d[8] / 0.68 / 14
No activity file was given, so power comes from the tool's default toggle rates.
